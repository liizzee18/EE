<file path="flow/config.mk">
export PLATFORM = sky130hd
export DESIGN_NAME = carWashFinal
export DESIGN_NICKNAME = carWashFinal
export VERILOG_FILES = /design/flow/design.v
export SDC_FILE = /design/flow/constraint.sdc
export NUM_CORES = 4
export LEC_CHECK = 1
export CORE_AREA = 10 10 112 112
export DIE_AREA = 0 0 122 122
</file>
<file path="flow/constraint.sdc">
current_design carWashFinal

set clk_period 4.7
set clk_io_pct 0.2

create_clock -name clk0 -period $clk_period [get_ports {clk}]

set non_clock_inputs [all_inputs -no_clocks]
set_input_delay [expr $clk_period * $clk_io_pct] -clock clk0 $non_clock_inputs
set_output_delay [expr $clk_period * $clk_io_pct] -clock clk0 [all_outputs]
</file>
<file path="flow/design.v">
`timescale 1ns / 1ps
module carWashFinal(clk,coin,reset_program,basic_program,extra_cleaning_program,platinum_program,Lssd,Rssd
);
input clk,coin,reset_program,basic_program,extra_cleaning_program,platinum_program;
output reg [6:0] Rssd, Lssd;
reg [3:0] state;
parameter S0=4'b0000,S1=4'b0001,S2=4'b0010,S3=4'b0011,
    S4=4'b0100,S5=4'b0101,S6=4'b0110,S7=4'b0111,
    S8=4'b1000,S9=4'b1001,S10=4'b1010,S11=4'b1011,
    S12=4'b1100,S13=4'b1101,S14=4'b1110,S15=4'b1111;
always@ (posedge clk)begin
    case (basic_program)
        1: begin
            if(coin) begin
                case(state)
                    S0:  state=S1;
                    S1:  state=S5;
                    S5:  state=S11;
                    S11: state=S6;
                    S6:  state=S12;
                    S12: state = S0;
                    default: state=S0;
                endcase
            end
        end
    endcase
    case (extra_cleaning_program)
        1: begin
            if(coin) begin
                case(state)
                    S0:  state = S2;
                    S2:  state = S4;
                    S4:  state = S11;
                    S11: state = S5;
                    S5:  state = S13;
                    S13: state = S6;
                    S6:  state = S12;
                    S12: state = S0;
                    default: state=S0;
                endcase
            end
        end
    endcase
    case (platinum_program)
        1: begin
            if (coin) begin
                case (state)
                    S0:  state = S3;
                    S3:  state = S4;
                    S4:  state = S11;
                    S11: state = S5;
                    S5:  state = S13;
                    S13: state = S6;
                    S6:  state = S7;
                    S7:  state = S14;
                    S14: state = S15;
                    S15: state = S8;
                    S8:  state =S9;
                    S9:  state = S10;
                    S10: state = ID;
                    S12: state = S0;
                    default: state=S0;
                endcase
            end
        end
    endcase
    case (reset_program)
        1:begin
            state=S0;
        end
    endcase
    case (state)
        S0:   begin Lssd=7'b0000001; Rssd=7'b0000001; end
        S1:   begin Lssd=7'b0011111; Rssd=7'b1100111; end
        S2:   begin Lssd=7'b1001111; Rssd=7'b1100111; end
        S3:   begin Lssd=7'b1100111; Rssd=7'b1100111; end
        S4:   begin Lssd=7'b1100111; Rssd=7'b1011011; end
	  S5:   begin Lssd=7'b1011011; Rssd=7'b1000111; end
        S6:   begin Lssd=7'b0000101; Rssd=7'b0110000; end
        S15:  begin Lssd=7'b0000101; Rssd=7'b0110000; end
        S7:   begin Lssd=7'b0111110; Rssd=7'b0111110; end
	  S8:   begin Lssd=7'b0000000; Rssd=7'b0111101; end
        S9:   begin Lssd=7'b0000101; Rssd=7'b1011011; end
        S10:  begin Lssd=7'b1011011; Rssd=7'b0110111; end
        S11:  begin Lssd=7'b0000000; Rssd=7'b1001110; end
        S13:  begin Lssd=7'b0000000; Rssd=7'b1001110; end
        S14:  begin Lssd=7'b0000000; Rssd=7'b1001110; end
        S12:  begin Lssd=7'b1111110; Rssd=7'b1111111; end
        default: begin Lssd=7'b0000001; Rssd=7'b0000001; end
    endcase
end
endmodule
</file>
<file path="flow/run.sh">
#!/bin/bash
# OpenROAD 26Q1-2900-gdf79404cd8, Yosys 0.63+post, stock flow scripts
make -C /OpenROAD-flow-scripts/flow DESIGN_CONFIG=/design/flow/config.mk WORK_HOME=/design/flow/orfs finish
</file>
==> Changelog: implementation <==
## Implementation

- Status: finished clean
- Placed inst area: around 1700 sq um
- Layout cells sized above 1: 0.122
- Root Buffer: clkbuf_8
- Hold-fix buffers, CTS: 0
- Cell Type Count: 51
- Vias in the first global route: 1178
- Clock sink total: 18
- Drt drc: 0
- Post-layout util: 0.175
- Worst skew pair latency: 0.25 ns
- Clk pwr share: 0.239
- Final worst setup slack: around 0.43 ns
- Max Cap Viol: 0
- Uppermost routed layer: met4
- First-pass GRT wire length: between 5000 and 6000 microns
- Worst Path Arrival: 4.45 ns
- Asr flop ratio synth: 0
- WL final: 3480 microns
- Final hold slack: 1.40 ns
- Overall Global Routing Usage: 0.0451
- H-tree Lvls: 1
- Routed vias/inst: 3.87
- Core area: 10200 sq um
- Post-route cell area: 1790 sq um
- CTS Buf Count: 3
- Fin crit period: 4.27 ns
- N_diodes: 0
- Mapped Cells: 167
- Seq share, synth: 0.258
- ANT nets after route: 0
- Half-perimeter wire length after placement: around 2800 microns
- Switch share: 0.296
- Final setup fails: 0
- Max transition margin: 0.612
- Fillers: 1109
- Clock Path Buffers: 2
- Die ar.: 14900 sq um
- Setup TNS Final: 0 ns
- Slowest-stage cell, CP: clkdlybuf4s50_1
- GRT Residual Overflow: 0
- Critical Path Sink Type: flop
- Final hold vios: 0
- Mapped cell area: 1400 sq um
- Critical Path Max Stage Delay: 0.63 ns
- Pleak: 0.723 nW
- Crit path launch type: input port
- Initial Util: 0.137
- Switching power total: 0.130 mW
- Setup CP Type: input port to flop
- Warnings from Yosys: 3
- Layout Skew: 0.00134 ns
- IO Count: 20
- Crit path DRT: 4.88 ns
- Most frequent cells in the layout: a21oi_1, clkdlybuf4s50_1, dfxtp_1
- Ys flops: 18
- Initial DRC count: 28
- Vias: 1259
- Die Width: approximately 120 microns
- CTS clk-pin slew, worst paths: around 0.07 ns
- # rows: 37
- Met3 routed WL: 110 microns
- RSZ-0062 raised after global routing: no
- Chip area in the Yosys report: 1400 sq um
- Final critical-path share of the clock period: 0.909
- Logic pwr share: 0.349
- Post-synth EDFFs: 0
- Log Warnings: 34
- # Cells Yosys: 167
- Cell Pwr Density: 246 nW/um^2
- CTS tree: yes
- DRT Pass-1 Iters: 4
- Area delta synth->final: 27.6%
- Mean Syn Cell Area: 8.38 sq um
- Post-placement cell count: 322
- Flop pwr share: 0.412
- Fmax: between 200 and 250 MHz
- Pins Over Slew Limit: 0
- Post-Place Setup Slack: 0.139 ns
- Port-buffer cells: 19
- Routability congestion estimate: around 0.90
- Post-DR wirelength/cell: between 10 and 15 microns
- Hold Crit Class: flop to flop
- Height of the die: between 100 and 150 microns
- VDD IR-drop max: 86.8 uV
- M1 wire length: 1650 microns
- Met2 wire len: 1660 microns
- Top_reg_cell synth: dfxtp_1
- Initial antenna violation count: 0
- Peak fanout along the critical path: 11
- Pint: about 0.31 mW
- Pin count of the biggest net entering global routing: 22
- Least-Margin Pin Slew: 0.576 ns
- Final cell count without fillers: approximately 330
- Total power: 0.439 mW
- Worst-path cell chain: clkdlybuf4s50_1, a21boi_0, a211oi_2, inv_1, ha_1, nor2_1, nand3_1, a21boi_0, o211a_1, a21oi_1, o21ai_0, nand2b_1, inv_1, ha_1, nor2_1, o21ba_2, a21oi_1
critical path, delay by kind of cell:
kind	cells	cell delay (ns)
AND/OR/NAND/NOR	4	0.57
adder cells (fa/ha/maj)	2	0.45
AND-OR/OR-AND	8	1.61
buffers and inverters	3	0.89
sequential cells by signal, indices dropped and copies added (netlist names):
register	count
Rssd	7
Lssd	7
state	4
power groups by stage:
stage     Sequential (mW)  Combinational, mW  Clock (mW)
5_1_grt             0.183              0.171       0.116
6_report            0.181              0.153       0.105
4_1_cts             0.181              0.154       0.106
logic make-up after synthesis:
| logic type | after synthesis | synth area share |
|---|---|---|
| simple gates | 48 | 0.185 |
| mux | 5 | 0.0367 |
| xor+xnor | 4 | 0.0250 |
| flops | 18 | 0.258 |
| buf+inv | 18 | 0.0886 |
| compound gates | 62 | 0.300 |
| fa+ha+maj | 12 | 0.107 |
layer usage:
| layer | up-vias | track usage |
|---|---|---|
| met5 | - | 0 |
| met4 | 0 | 0.00969 |
| met3 | 4 | 0.00657 |
| met2 | 28 | 0.0744 |
| met1 | 575 | 0.0612 |
| li1 | 652 | - |
final timing paths:
kind / startpoint / endpoint / slack (ns) / cells past startpoint
max: coin / Rssd[2] / 0.43 / 17
min: state[2] / state[0] / 1.40 / 7
max reg2reg: state[0] / Rssd[2] / 1.17 / 17
min reg2reg: state[2] / state[0] / 1.40 / 7
final cells by class:
type                       count  area (sq um)  share of cell area
multi-input combinational    131           917               0.514
sequential                    18           360               0.202
timing repair buffer          28           258               0.144
tap                          136           170              0.0953
clock buffer                   3          41.3              0.0231
inverter                       9          38.8              0.0217
repair_timing:
| action | in CTS | in global routing |
|---|---|---|
| gates resized | 0 | 1 |
| buffers inserted | 0 | 0 |
| endpoints found under the setup margin | 0 | 3 |
synth_stat cells (2+ instances only):
library cell	number	area, sq um
or4_1	2	15.0
a21oi_1	19	95.1
mux2i_1	4	40.0
o211a_1	2	20.0
inv_1	8	30.0
o21ai_0	10	50.1
o21a_1	2	15.0
a21boi_0	4	30.0
xnor2_1	3	26.3
nor4bb_1	2	20.0
a31oi_1	3	18.8
o21ai_1	2	10.0
nand3_1	4	20.0
a21oi_2	3	26.3
and2_1	4	25.0
ha_1	12	150
buf_2	2	10.0
nand2_1	15	56.3
nor2_1	8	30.0
and4b_1	3	30.0
buf_6	4	45.0
nor3_1	3	15.0
nand2b_1	2	12.5
dfxtp_1	18	360
a211oi_1	2	15.0
Power and IR drop assume default switching activity.
